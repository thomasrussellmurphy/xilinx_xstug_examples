==> flow/design.v <==
module v_rams_20b (clk1, clk2, we, addr1, addr2, di, do1, do2); 
    input  clk1, clk2; 
    input  we; 
    input  [7:0]  addr1, addr2; 
    input  [15:0] di; 
    output [15:0] do1, do2; 
    reg [15:0] ram [255:0]; 
    reg [15:0] do1, do2;
    integer index;
    initial begin
        for (index = 0 ; index <= 97 ; index = index + 1)
            ram[index] = 16'h8282;
        ram[98] = 16'h1111;
        ram[99] = 16'h7778;
        for (index = 100 ; index <= 255 ; index = index + 1)
            ram[index] = 16'hB8B8;
    end
    always @(posedge clk1) 
    begin 
        if (we) 
            ram[addr1] <= di; 
        do1 <= ram[addr1];
    end
    always @(posedge clk2) 
    begin 
        do2 <= ram[addr2];
    end
endmodule
==> flow/run.sh <==
#!/bin/bash
# OpenROAD 26Q1-2900-gdf79404cd8, Yosys 0.63+post, stock flow scripts
make -C /OpenROAD-flow-scripts/flow DESIGN_CONFIG=/design/flow/config.mk WORK_HOME=/design/flow/orfs finish
==> flow/config.mk <==
export PLATFORM = sky130hd
export DESIGN_NAME = v_rams_20b
export DESIGN_NICKNAME = v_rams_20b
export VERILOG_FILES = /design/flow/design.v
export SDC_FILE = /design/flow/constraint.sdc
export NUM_CORES = 4
export LEC_CHECK = 1
export CORE_UTILIZATION = 40
==> flow/constraint.sdc <==
current_design v_rams_20b

set clk_period 70.0
set clk_io_pct 0.2

create_clock -name clk0 -period $clk_period [get_ports {clk1}]
create_clock -name clk1 -period $clk_period [get_ports {clk2}]

set non_clock_inputs [all_inputs -no_clocks]
set_input_delay [expr $clk_period * $clk_io_pct] -clock clk0 $non_clock_inputs
set_output_delay [expr $clk_period * $clk_io_pct] -clock clk0 [all_outputs]
==> reports/summary.json <==
{
  "outcome": {"value": "finished with violations"},
  "failed_checks": {"value": "max-capacitance violations, max-slew violations"},
  "maximum_number_of_pins_on_one_net_before_global_route_repair": {"value": 125},
  "finalWeightedCongestion": {"value": 1.02},
  "end_kind": {"value": "flip-flop"},
  "reg2reg_from": {"value": "ram[215][4]"},
  "synth_largest_type_area_fraction": {"value": 0.642},
  "synth-cells-yosys": {"value": 9558},
  "via_per_inst": {"value": 6.55},
  "port-buffer-count": {"value": 65},
  "clock_tree_from_tritoncts": {"value": "built"},
  "post_route_m1_wl": {"value": 191000, "unit": "µm"},
  "critPathLaunch": {"value": "addr2[0]"},
  "stage_log_warnings": {"value": 32},
  "synthesis.instances": {"value": 9558},
  "ys_async_sr_fraction": {"value": 0},
  "timing.slew.headroom": {"value": -0.0565},
  "detail_route.wl_per_cell": {"value": 42.8, "unit": "µm"},
  "max_cap_violations": {"value": 3},
  "antenna_left": {"value": 0},
  "holdBufCountCts": {"value": 0},
  "cp_cell_sequence": {"value": "buf_16 > buf_4 > buf_4 > buf_4 > buf_4 > buf_4 > buf_4 > mux4_2 > a21oi_1 > nand2_1 > o21ai_0 > nor4_1 > nand2_1 > a2111oi_1"},
  "gr-usage-all-layers": {"value": 0.331},
  "critPathRequiredTime": {"value": 70.19, "unit": "ns"},
  "powerDensity": {"value": 25.8, "unit": "nW/µm²"},
  "cts.clk_slew.worst_paths": {"value": 0.09, "unit": "ns"},
  "chipHeight": {"value": 694, "unit": "µm"},
  "finalWirelength": {"value": 721000, "unit": "µm"},
  "place_worst_setup_slack": {"value": 48.81, "unit": "ns"},
  "critical_path_buf_inv_count": {"value": 7},
  "final.setup_skew": {"value": 0.0977, "unit": "ns"},
  "average_size_of_a_mapped_cell": {"value": 20.0, "unit": "µm²"},
  "report.final.slew_viol_count": {"value": 7},
  "grt_overflow": {"value": 0},
  "cts.sinks": {"value": 4128},
  "netlist.top_cell.by_instances": {"value": "sky130_fd_sc_hd__edfxtp_1"},
  "core-area": {"value": 476000, "unit": "µm²"},
  "initial_core_util": {"value": 0.402},
  "mapped_area": {"value": 191000, "unit": "µm²"},
  "route.detailed.drc": {"value": 0},
  "via_count": {"value": 110000},
  "setup_violations": {"value": 0},
  "met3RoutedLength": {"value": 163000, "unit": "µm"},
  "synth_cell_types": {"value": 66},
  "synth-area-yosys": {"value": 191000, "unit": "µm²"},
  "setup_total_negative_slack": {"value": 0, "unit": "ns"},
  "critical-path-max-stage-delay": {"value": 1.19, "unit": "ns"},
  "drive_gt1_frac": {"value": 0.360},
  "hold_class": {"value": "reg2reg"},
  "synth_flop_count": {"value": 4128},
  "critPathMostFrequentCell": {"value": "sky130_fd_sc_hd__buf_4"},
  "worst_pin_slew": {"value": 1.57, "unit": "ns"},
  "hold_viol_final": {"value": 0},
  "yosys.area.top_type": {"value": "sky130_fd_sc_hd__edfxtp_1"},
  "ff_type": {"value": "sky130_fd_sc_hd__edfxtp_1"},
  "enable_flop_cells": {"value": 4096},
  "cp.arrival": {"value": 21.15, "unit": "ns"},
  "antenna_found_initial": {"value": 65},
  "rsz0062_at_grt": {"value": "false"},
  "critPathSlowestCell": {"value": "sky130_fd_sc_hd__nor4_1"},
  "detailed_place_hpwl": {"value": 463000, "unit": "µm"},
  "grt_pass1_vias": {"value": 122000},
  "core.rowCount": {"value": 253},
  "synth.area.top_cells": {"value": "sky130_fd_sc_hd__edfxtp_1 64%, sky130_fd_sc_hd__mux4_2 24%, sky130_fd_sc_hd__mux2i_1 3.5%"},
  "worstSetupPathType": {"value": "in2reg"},
  "die-area": {"value": 482000, "unit": "µm²"},
  "drt-pass1-iter-count": {"value": 5},
  "synth.yosys.seq_area_share": {"value": 0.646},
  "peak_supply_drop": {"value": 0.0247, "unit": "mV"},
  "post_synth_most_frequent_cells": {"value": "4096 x sky130_fd_sc_hd__edfxtp_1, 2006 x sky130_fd_sc_hd__mux4_2, 662 x sky130_fd_sc_hd__mux2i_1"},
  "reported_leakage_power": {"value": 67.9, "unit": "nW"},
  "critical_path_peak_fanout": {"value": 64},
  "hold_start": {"value": "ram[215][2]"},
  "post_cts_resize_count": {"value": 0},
  "number_of_setup_buffers_added_after_cts": {"value": 0},
  "yosysWarningCount": {"value": 1},
  "syn_to_final_growth": {"value": 13.2, "unit": "%"},
  "drt_iter0_markers": {"value": 8559},
  "global_route_wire_length_before_repair": {"value": 984000, "unit": "µm"},
  "die_w": {"value": 694, "unit": "µm"},
  "worst_setup_path_start_kind": {"value": "primary input"},
  "critical_path.top_delay_family": {"value": "buffers and inverters"},
  "highest_routed_layer": {"value": "met5"},
  "boundary_pins": {"value": 67},
  "met2RoutedLength": {"value": 309000, "unit": "µm"},
  "final.setup.worst_slack": {"value": 49.04, "unit": "ns"}
}
==> cell type report <==
type	instances	area, µm²
Antenna cell	88	220
Tap cell	6375	7980
Timing Repair Buffer	784	6280
Multi-Input combinational cell	4645	64300
Clock inverter	290	2890
Clock buffer	517	11400
Sequential cell	4128	124000
Fill cell	38900	259000
Inverter	5	36.3
==> worst paths after layout <==
path                            endpoint  slack [ns]  cells past startpoint
worst max-delay path              do2[4]       49.04                     14
worst min-delay path              do1[2]        1.03                      6
worst max register to register    do2[4]       65.64                      7
worst min register to register    do1[2]        1.03                      6
max in group clk0                 do1[7]       50.96                     12
min in group clk1                 do2[3]        1.82                      6
==> layer usage <==
| metal | track usage | up-vias |
|---|---|---|
| met5 | 0.127 | - |
| met4 | 0.175 | 152 |
| met3 | 0.328 | 1751 |
| met2 | 0.436 | 9962 |
| met1 | 0.319 | 55600 |
| li1 | - | 42800 |
==> cells in the final DEF (no fill, tap or decap), types with 14 or more instances in the layout <==
cell / n
sky130_fd_sc_hd__a211o_1: 14
sky130_fd_sc_hd__a211oi_1: 17
sky130_fd_sc_hd__a21oi_1: 204
sky130_fd_sc_hd__a221oi_1: 17
sky130_fd_sc_hd__a22o_1: 17
sky130_fd_sc_hd__a22oi_1: 134
sky130_fd_sc_hd__a31oi_1: 16
sky130_fd_sc_hd__a32o_1: 14
sky130_fd_sc_hd__buf_4: 710
sky130_fd_sc_hd__bufinv_16: 48
sky130_fd_sc_hd__clkbuf_1: 67
sky130_fd_sc_hd__clkbuf_16: 441
sky130_fd_sc_hd__clkbuf_8: 24
sky130_fd_sc_hd__clkdlybuf4s50_1: 37
sky130_fd_sc_hd__clkinv_1: 106
sky130_fd_sc_hd__clkinv_2: 92
sky130_fd_sc_hd__clkinvlp_4: 17
sky130_fd_sc_hd__dfxtp_1: 32
sky130_fd_sc_hd__diode_2: 88
sky130_fd_sc_hd__edfxtp_1: 4096
sky130_fd_sc_hd__mux2_2: 23
sky130_fd_sc_hd__mux2i_1: 656
sky130_fd_sc_hd__mux4_2: 2006
sky130_fd_sc_hd__nand2_1: 277
sky130_fd_sc_hd__nand2b_1: 16
sky130_fd_sc_hd__nand3_1: 72
sky130_fd_sc_hd__nand4_1: 22
sky130_fd_sc_hd__nor2_1: 65
sky130_fd_sc_hd__nor2_2: 257
sky130_fd_sc_hd__nor2b_1: 21
sky130_fd_sc_hd__nor3_1: 77
sky130_fd_sc_hd__nor4_1: 28
sky130_fd_sc_hd__o2111ai_1: 15
sky130_fd_sc_hd__o21ai_0: 95
sky130_fd_sc_hd__o221ai_1: 207
sky130_fd_sc_hd__o22ai_1: 152
sky130_fd_sc_hd__o31ai_1: 16
sky130_fd_sc_hd__o32ai_1: 16
sky130_fd_sc_hd__or3_1: 35
==> flip-flops by register name, indices dropped and copies added, names as in the netlist <==
signal / count
do1: 16
do2: 16
ram: 4096
==> power by group <==
group	switching (mW)	internal, mW	total (mW)
Clock	1.01	1.34	2.35
Sequential	0.0178	2.73	2.74
Combinational	0.320	0.170	0.491
==> cell families (layout without fill, tap and decap cells) <==
group           Yosys count  count (layout)  synth area share
compound gates          998             998            0.0367
simple gates            956             956            0.0223
flops                  4128            4128             0.646
other cells               0              88                 0
buf+inv                 785            1596            0.0235
mux                    2691            2691             0.272
==> per-stage QoR <==
step	util	power [mW]	std cells	cell area [µm²]	hold WS [ns]
finish	0.455	5.58	16800	217000	1.03
CTS	0.455	5.58	16700	216000	1.01
global route	0.455	5.70	16800	217000	1.06
detailed placement	0.425	3.27	15900	202000	0.959
global placement	0.425	3.27	15900	202000	0.958
floorplan	-	3.03	9558	191000	0.808
==> tightest hold or removal path, cell delays in order (launching register included) <==
cell and delay, ns:
sky130_fd_sc_hd__edfxtp_1 0.34, sky130_fd_sc_hd__mux4_2 0.23, sky130_fd_sc_hd__mux2i_1 0.06, sky130_fd_sc_hd__o32ai_1 0.12, sky130_fd_sc_hd__nor4bb_1 0.10, sky130_fd_sc_hd__buf_4 0.16
sky130_fd_sc_hd__nand4_1 0.06
Power and IR drop assume default switching activity.
